$ cat flow/config.mk
export PLATFORM = sky130hd
export DESIGN_NAME = RegisterModule
export DESIGN_NICKNAME = RegisterModule
export VERILOG_FILES = /design/flow/design.v
export SDC_FILE = /design/flow/constraint.sdc
export NUM_CORES = 4
export LEC_CHECK = 1
export CORE_UTILIZATION = 40
$ cat flow/constraint.sdc
current_design RegisterModule

set clk_period 17.5
set clk_io_pct 0.2

create_clock -name clk0 -period $clk_period [get_ports {CLOCK}]

set non_clock_inputs [all_inputs -no_clocks]
set_input_delay [expr $clk_period * $clk_io_pct] -clock clk0 $non_clock_inputs
set_output_delay [expr $clk_period * $clk_io_pct] -clock clk0 [all_outputs]
$ cat flow/design.v
`timescale 1ns / 1ps
module RegisterModule
(
	input CLOCK,
	input [4:0] readAddress1, 	 
	input [4:0] readAddress2,
	input [4:0] writeAddress, 	 
	input [63:0] writeData, 	 
	input regWrite, 			 
	output reg [63:0] regData1,	
	output reg [63:0] regData2
);
	reg [63:0] registerData[31:0];
	initial begin
		registerData[31] = 64'b0;
		registerData[1] = 64'd16;
		registerData[2] = 64'd12;
		registerData[3] = 64'd3;
		registerData[4] = 64'd4;
		registerData[5] = 64'd5;
		registerData[6] = 64'd6;
		registerData[7] = 64'd1;
	end
	always @(*) begin
		if (regWrite == 1) begin
			registerData[writeAddress] <= writeData;
		end
	end
	always @(negedge CLOCK) begin
		regData1 <= registerData[readAddress1];
		regData2 <= registerData[readAddress2];
	end
endmodule
$ cat flow/run.sh
#!/bin/bash
# OpenROAD 26Q1-2900-gdf79404cd8, Yosys 0.63+post, stock flow scripts
make -C /OpenROAD-flow-scripts/flow DESIGN_CONFIG=/design/flow/config.mk WORK_HOME=/design/flow/orfs finish
==> summary.txt <==
Entry: Yosys synthesis followed by OpenROAD place and route.

Drt:
- The run puts the wire length reported by the detailed router at 390000 µm.
- The run gives the via count as about 64000.
- The run puts the number of vias per cell at ~7.7.
- The run puts the remaining routing DRC violations at 0.
- The run gives the number of detailed-routing iterations run before antenna repair as 12.
- The run puts the antenna violation net count after detailed routing at 0.
- The run gives the number of DRC violations after detailed-routing iteration 0 as around 9700.
- The run gives the average wire per standard cell as roughly 47 µm.

Cells and area:
- In the final layout, the fill cell count is between 10000 and 15000.
- The run gives the area used by sequential logic in the layout as 0.0333 mm².
- The top cell type in the final layout, fill and taps aside, is sky130_fd_sc_hd__dlxtn_1.
- The run gives the combinational cell area excluding buffers and inverters as ~0.024 mm².
- In the layout the commonest cells are sky130_fd_sc_hd__dlxtn_1 (2048), sky130_fd_sc_hd__a22oi_1 (1638), sky130_fd_sc_hd__nand2_1 (432), sky130_fd_sc_hd__buf_4 (301), sky130_fd_sc_hd__nand4_1 (220).
- The run gives the share of final-layout standard cells stronger than drive strength 1 as under 10%.
- Leaving out filler cells and counting taps, the final layout contains around 8400.
- The run puts the area added between synthesis and finish at 12.2%.

Final timing:
- The run gives the final tally of max-slew violations as 0.
- Setup repair after global routing left no endpoint under its margin.
- The run gives the final hold violation count as 0.
- The run puts the setup slack of the critical path after layout at 1.89 ns.
- The run gives the count of endpoints without a timing constraint as a little over 2000.
- The end-of-flow timing check tallies setup violations at 0.
- The run puts the total negative setup slack at 0 ns.
- Looking at the max-slew report, the worst-margin pin has a slew of 1.29 ns.
- The max-slew check reports its worst relative slack as between 10% and 20%.
- The run gives the count of unclocked register or latch pins as 2048.

Floorplan:
- 209 I/O pins were placed.
- The run puts the core area at between 0.1 and 0.15 mm².
- The run gives the chip footprint as around 0.15 mm².
- The run puts the placement row count at 140.
- The run gives the initial core utilization as about two fifths.
- The run gives the x dimension of the die as 385 µm.
- According to the floorplan report, the die height is slightly below 400 µm.

Placed design:
- The buffer_ports step reported a buffer count of roughly 210.
- The number of placed instances, taps included, is a little over 8000.
- The run gives the worst slack at placement as 1.67 ns.
- Per the gpl log, the routability congestion estimate is roughly 1.1.
- The run puts the post-detailed-placement half-perimeter wirelength at between 200000 and 250000 µm.

Global route:
- The number of antenna violations at the first check in global routing was roughly 42.
- The run gives the number of global-route vias before repair as approximately 62000.
- The run puts the final global-route overflow total at 0.
- Entering global routing, the biggest net connects approximately 55 pins.
- The run puts the global-route wire length before repair at ~520000 µm.
- The run gives the combined global-route utilization of all metal layers as around 54%.

Synthesis:
- Ranked by total cell area, the synthesized netlist is headed by sky130_fd_sc_hd__dlxtn_1 (52%), sky130_fd_sc_hd__a22oi_1 (21%), sky130_fd_sc_hd__dfxtp_1 (4.4%).
- The run gives the register bit total from synthesis as approximately 2200.
- The run gives the number of unique standard cell types used by synthesis as about 69.
- In the synthesized netlist the async set-or-reset flop fraction comes to 0%.
- The run puts the area of the mapped netlist at about 0.06 mm².
- The run puts the synthesized instance count at ~6000.
- Looking at the cell usage after synthesis, the top flip-flop cell is sky130_fd_sc_hd__dlxtn_1.
- The run puts the count of library flops with an enable pin at 0.
- Per the synthesis report, the dominant area consumer among library cells is sky130_fd_sc_hd__dlxtn_1.
- Averaged over all synthesized cells, the footprint is around 9.5 µm².
- The area recorded from the Yosys report for this design is around 0.059 mm².
- The run gives the area share of the leading cell type in the synthesized netlist as 52.3%.
- The run gives the tally of yosys warning messages as 2.
- In the Yosys report the total cell count is 6156.

Worst setup path:
- The run gives the endpoint type of the worst setup path as a register.
- STA puts the critical path data arrival time at 7.30 ns.
- STA classifies the critical path startpoint as an input port.
- In the setup report, the worst path falls into the class input port to register.
- The run gives the most common cell type on the critical path as sky130_fd_sc_hd__buf_4.
- Per the timing report, the biggest fanout along the worst path comes to 23.
- The report lists the cells along the critical path as buf_4 -> buf_4 -> nor2_4 -> buf_4 -> nand2_4 -> buf_4 -> o31ai_1 -> a2111oi_0 -> a21oi_1.
- The run gives the slowest library cell on the worst path as sky130_fd_sc_hd__a2111oi_0.
- The run puts the delay of the slowest cell on the worst path at about 0.68 ns.
- The required time at the worst endpoint is listed as roughly 9 ns.

CTS:
- The run puts the post-cts resize count at 0.
- The clock passes through at most 2 buffers.
- The run gives the quantity of hold-fixing buffers added after cts as 0.
- The H-tree was split into 4 levels.
- TritonCTS built the clock tree.
- The run gives the count of buffers added by post-CTS timing repair for setup as 0.
- For reference, the clock transition at the flip-flops on the worst setup and hold paths is about 0.030 ns.
- The run gives the clock buffer count from CTS as 17.
- In this run the clock root is driven by a sky130_fd_sc_hd__clkbuf_16.

Power and ir drop:
- The run gives the power density normalized to cell area as approximately 33 mW/mm².
- Summed over all cells, the static leakage comes to a little under 30 nW.
- The run puts the largest voltage drop on the vdd net at 0.0000608 V.
- The run gives the total power draw as 2.18 mW.

Status:
- The flow ran to the end, and the final reports show no timing, DRC or antenna violations.

Run:
- The run gives the max-capacitance violation count as 0.
- The run gives the number of warning messages in the logs as between 150 and 200.

Hold path:
- The worst hold path belongs to the class input port to register.
[synth_stat cells, drive strengths merged (14+ instances only)]
cell type	instances
nand3	46
a2111oi	17
dlxtn	2048
a31oi	16
and3	17
nand4	220
nor4	73
mux2	20
o22ai	14
buf	302
nor3	107
o32a	27
nor2	255
a21oi	192
a221oi	44
and4	14
mux2i	94
a22oi	1638
a222oi	17
nor2b	15
o21ai	31
a32oi	17
nand2	465
dfxtp	128
a22o	59
clkbuf	151
[per-stage QoR]
step	hold WS, ns	cell area (µm²)	util (%)
after global placement	12.91	64800	44.4
after global routing	12.52	65800	45.2
final	12.57	65900	45.2
after CTS	12.51	65800	45.2
after detailed placement	12.91	64800	44.4
after floorplan	12.51	58700	-
[critical path: cells and delay by family]
family          cells  cell delay [ns]
compound gates      3             1.07
simple gates        2             0.82
buf+inv             4             1.80
[path summary, 6_finish.rpt]
check                 cells past startpoint      endpoint            start  slack [ns]
worst min-delay path                      5  regData2[29]  readAddress2[2]       12.57
worst max-delay path                      9   regData2[3]  readAddress2[3]        1.89
[layer usage]
layer	routed length [µm]	vias to the layer above	share of wire, %	global-route usage [%]
li1	-	24019	-	-
met1	128000	30181	33	62.5
met2	145000	7654	37	67.1
met3	78500	2589	20	40.4
met4	37300	51	9.6	36.6
met5	877	-	0.23	5.43
[cell type report]
cell class                      instances  share of cell area, %
Tap cell                             1917                   3.64
Timing Repair Buffer                  552                   7.97
Inverter                                5                 0.0285
Clock inverter                        143                  0.951
Multi-Input combinational cell       3521                   36.1
Sequential cell                      2176                   50.5
Clock buffer                           17                  0.645
Antenna cell                           39                  0.148
[state kept, by name (all words and copies together), names as in the netlist]
register      flops
registerData   2048
regData1         64
regData2         64
[cells by family after synthesis]
family,Yosys count,share of synthesized area [%]
compound gates,2128,26.8
buf+inv,459,3.76
flops,128,4.36
latches,2048,52.3
mux,116,2.06
simple gates,1277,10.7
[power breakdown]
part           total (mW)  switching (mW)  internal (mW)
registers           0.872           0.196          0.677
clock network       0.579           0.320          0.259
logic               0.729           0.455          0.274
total                2.18           0.971           1.21
Power and IR drop assume default switching activity.
