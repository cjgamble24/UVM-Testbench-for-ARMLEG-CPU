### design.v
`timescale 1ns / 1ps
module DataMemory
(
	input CLOCK,
	input [63:0] inputAddress,  
	input [63:0] inputData,  
	input memRead,  
	input memWrite,  
	output reg [63:0] outputData  
);
	reg [63:0] memoryData[127:0];
	initial begin
		memoryData[0]  = 64'd0;
		memoryData[8]  = 64'd1;
		memoryData[16] = 64'd2;
		memoryData[24] = 64'd3;
		memoryData[32] = 64'd4;
		memoryData[40] = 64'd5;
		memoryData[48] = 64'd6;
		memoryData[56] = 64'd7;
		memoryData[64] = 64'd8;
		memoryData[72] = 64'd9;
		memoryData[80] = 64'd10;
		memoryData[88] = 64'd11;
		memoryData[96] = 64'd12;
	end
	always @(posedge CLOCK) begin
		if (memWrite == 1) begin
			memoryData[inputAddress] <= inputData;
		end
	end
	always @(negedge CLOCK) begin
		if (memRead == 1) begin
			outputData <= memoryData[inputAddress];
		end
	end
endmodule
### run.sh
#!/bin/bash
# OpenROAD 26Q1-2900-gdf79404cd8, Yosys 0.63+post, stock flow scripts
make -C /OpenROAD-flow-scripts/flow DESIGN_CONFIG=/design/flow/config.mk WORK_HOME=/design/flow/orfs finish
### constraint.sdc
current_design DataMemory

set clk_period 137.2
set clk_io_pct 0.2

create_clock -name clk0 -period $clk_period [get_ports {CLOCK}]

set non_clock_inputs [all_inputs -no_clocks]
set_input_delay [expr $clk_period * $clk_io_pct] -clock clk0 $non_clock_inputs
set_output_delay [expr $clk_period * $clk_io_pct] -clock clk0 [all_outputs]
### config.mk
export PLATFORM = sky130hd
export DESIGN_NAME = DataMemory
export DESIGN_NICKNAME = DataMemory
export VERILOG_FILES = /design/flow/design.v
export SDC_FILE = /design/flow/constraint.sdc
export NUM_CORES = 4
export LEC_CHECK = 1
export CORE_UTILIZATION = 50
export SYNTH_MEMORY_MAX_BITS = 65536
==> out/README.md <==
| Item | Value | Unit |
|---|---|---|
| Number of antenna violations at the first check in global routing | 66 | - |
| GPL Wtd Cong | 0.928 | - |
| Share of final-layout standard cells stronger than drive strength 1 | 15.1 | % |
| Setup repair after global routing missed its margin | false | - |
| Worst-Margin Slew | 1.39 | ns |
| Die height | 797 | µm |
| Clock insertion delay at the later pin of the skew report | 1.18 | ns |
| TritonCTS Sinks | 8256 | - |
| Antenna-violating nets left | 0 | - |
| Die ar. | 635000 | µm² |
| Cts hold-fix bufs | 0 | - |
| Via count normalized by instance count | 6.70 | - |
| Final-layout fill cell count | 46500 | - |
| Global-route wire length before repair | 1450 | mm |
| Final count of negative-setup-slack endpoints | 0 | - |
| Yosys top cell by area | sky130_fd_sc_hd__edfxtp_1 | - |
| Yosys cell count | 17900 | - |
| Top cell type's share of synthesized area | 78.5 | % |
| Top cells by area | sky130_fd_sc_hd__edfxtp_1 (78%), sky130_fd_sc_hd__a221oi_1 (4.0%), sky130_fd_sc_hd__a22oi_1 (2.2%) | - |
| Count of unresolved DRC violations after routing | 0 | - |
| Maximum number of pins on one net before global-route repair | 92 | - |
| Standard-cell row count | 291 | - |
| Number of buffer and inverter instances along the worst setup path | 8 | - |
| Count of cell types in the netlist | 77 | - |
| Cells after synthesis | 17900 | - |
| Worst supply voltage drop on vdd | 16.8 | µV |
| Status | finished, final reports clean | - |
| Slew HR | 5.85 | % |
| Crit Path Max Fanout | 54 | - |
| Number of max-cap violations | 0 | - |
| Sum of negative setup slack | 0 | ns |
| Delay of the slowest cell on the worst path | 0.93 | ns |
| I/O Buffers | 137 | - |
| Critical Path RT | 69.30 | ns |
| Via Count | 184000 | - |
| Die span in x | 797 | µm |
| Number of warnings the tools reported | 147 | - |
| Top cell by count, worst path | sky130_fd_sc_hd__buf_4 | - |
| Cell at the root of the clock tree | sky130_fd_sc_hd__clkbuf_16 | - |
| Post-layout utilization of the core | 56.4 | % |
| Maximum level of the CTS H-tree | 6 | - |
| Via count of the first global-routing pass | 190000 | - |
| Yosys-reported design area after synthesis | 316000 | µm² |
| CP Cell Sequence | buf_16, buf_4, buf_4, buf_4, buf_4, buf_4, buf_4, buf_4, mux2_2, a221oi_1, o21ai_0, a311oi_1, o2111ai_1 | - |
| Clock transition at the registers of the reported paths | 0.06 | ns |
| Total Routing Usage GR | 36.7 | % |
| Power Dens Cells | 14.6 | nW/µm² |
| Synthesized area divided by synthesized cell count | 17.7 | µm² |
| Capturing element type of the critical path | register | - |
| First-pass iteration count of the detailed router | 8 | - |
| Total of cells resized after clock tree synthesis | 0 | - |
| Worst setup path class | in2reg | - |
| Total global routing overflow | 0 | - |
| Sum of routed wire length over all layers | 1050 | mm |
| Post-synth seq share | 78.5 | % |
| Core region area | 629000 | µm² |
| Yosys reg bits | 8256 | - |
| Dominant logic cell types in the final layout | sky130_fd_sc_hd__edfxtp_1 (8256), sky130_fd_sc_hd__a221oi_1 (1446), sky130_fd_sc_hd__buf_4 (1001) | - |
| Leak pwr | 110 | nW |
| Max-slew violations | 0 | - |
| Critical-path top delay cell | sky130_fd_sc_hd__a311oi_1 | - |
| Number of enable-type register cells in the synthesized netlist | 8256 | - |
| Worst Hold Class | in2reg | - |
| Buffer count from post-CTS setup fixing | 0 | - |
| Post-Syn Area | 316000 | µm² |
| Starting DRT DRC Count | 14000 | - |
| Worst R2R Setup Slack | 64.89 | ns |
| Fin. Hold Viols | 0 | - |
| Boundary pin count | 195 | - |
| Most frequent logic cell in the layout | sky130_fd_sc_hd__edfxtp_1 | - |
| Yosys Warn Count | 1 | - |
| Total half-perimeter wirelength after legalization and detailed placement | 614 | mm |
| Bufs on Longest Clock Path | 4 | - |
| Area added between synthesis and finish | 12.2 | % |
| Clock tree from TritonCTS | built | - |
| Average routed wire per standard cell | 38.2 | µm |
| Prevailing post-synth register cell | sky130_fd_sc_hd__edfxtp_1 | - |
| Type of element launching the critical path | input port | - |
| TritonCTS Buffers | 815 | - |
| Worst clock skew | 0.111 | ns |
| Category of cells accounting for the largest share of critical-path delay | buffers and inverters | - |
| Arrival time at the worst endpoint | 34.40 | ns |
| Fraction of synthesis flops using an asynchronous set or reset pin | 0 | % |
| Initial cell density of the core | 50.2 | % |
metal layers:
layer  global-route usage (%)  share of wire, %
met3                     32.5                21
met5                     5.22              0.40
met2                     48.8                44
met1                     43.2                30
met4                     14.7               5.3
through the flow:
stage          cell area, µm²  instances  setup slack [ns]  hold slack (ns)  total power, W
2_1_floorplan          316000      17900             38.90            27.54         0.00299
3_3_place_gp           330000      25900             34.02            27.72         0.00313
3_5_place_dp           330000      25900             34.12            27.72         0.00313
4_1_cts                354000      27400             35.24            26.47         0.00519
5_1_grt                354000      27400             34.74            26.52         0.00530
6_report               355000      27400             34.91            26.55         0.00518
worst paths after layout:
kind,end,cells after the start,startpoint
hold / removal,memoryData[34][11],1,inputData[11]
setup reg to reg,outputData[52],6,memoryData[115][52]
setup / recovery,outputData[12],13,inputAddress[2]
hold reg to reg,outputData[45],3,memoryData[4][45]
Yosys cell counts (all sizes together), types with 55 or more instances:
library cell / count
nand3b: 94
a221oi: 1448
a21oi: 832
mux4: 99
a221o: 195
mux2: 507
clkbuf: 762
nand2: 453
o21ai: 719
o211ai: 122
o31ai: 56
nor2b: 279
a222oi: 55
edfxtp: 8256
nor2: 389
mux2i: 575
a22oi: 931
buf: 690
o2bb2ai: 123
o221ai: 99
a211oi: 206
o22ai: 323
cells by family after synthesis:
| family | share of synthesized area, % |
|---|---|
| buf+inv | 2.07 |
| compound gates | 12.8 |
| flops | 78.5 |
| mux | 4.34 |
| simple gates | 2.30 |
report_power, final:
part	internal (W)	total [W]	switching, W
sequential	0.00279	0.00279	0.00000282
combinational	0.0000769	0.000287	0.000210
clock	0.00115	0.00210	0.000946
total	0.00402	0.00518	0.00116
state kept, by name, summed over array words and instances, names as in the netlist:
name	count
memoryData	8192
outputData	64
final cells by class:
class	instances	area [µm²]	area share, %
tap	8350	10400	2.95
inverter	5	51.3	0.0145
antenna	40	100	0.0282
clock inverter	476	3120	0.881
clock buffer	1054	21700	6.12
timing repair buffer	1081	8470	2.39
sequential	8256	248000	69.9
multi-input combinational	8175	62700	17.7
Power figures rest on the tool's default switching activity, not on a simulated workload.
