==> design.v <==
module InstructionMemory
(
	input [63:0] programCounter,
	output reg [31:0] CPU_Instruction
);
	reg [8:0] instructionMemoryData[63:0];
	initial begin
		instructionMemoryData[0] = 'b11111000;
		instructionMemoryData[1] = 'b01000010;
		instructionMemoryData[2] = 'b10000000;
		instructionMemoryData[3] = 'b00101010;
		instructionMemoryData[4] = 'b11001011;
		instructionMemoryData[5] = 'b00000011;
		instructionMemoryData[6] = 'b00000000;
		instructionMemoryData[7] = 'b01001011;
		instructionMemoryData[8] = 'b10001011;
		instructionMemoryData[9] = 'b00000100;
		instructionMemoryData[10] = 'b00000000;
		instructionMemoryData[11] = 'b01101100;
		instructionMemoryData[12] = 'b11111000;
		instructionMemoryData[13] = 'b01000011;
		instructionMemoryData[14] = 'b00000000;
		instructionMemoryData[15] = 'b00101101;
		instructionMemoryData[16] = 'b10001011;
		instructionMemoryData[17] = 'b00000110;
		instructionMemoryData[18] = 'b00000000;
		instructionMemoryData[19] = 'b10101110;
		instructionMemoryData[20] = 8'hcb;
		instructionMemoryData[21] = 8'h03;
		instructionMemoryData[22] = 8'h00;
		instructionMemoryData[23] = 8'h22;
		instructionMemoryData[24] = 8'h8a;
		instructionMemoryData[25] = 8'h05;
		instructionMemoryData[26] = 8'h00;
		instructionMemoryData[27] = 8'h4c;
		instructionMemoryData[28] = 8'haa;
		instructionMemoryData[29] = 8'h02;
		instructionMemoryData[30] = 8'h00;
		instructionMemoryData[31] = 8'hcd;
		instructionMemoryData[32] = 8'h8b;
		instructionMemoryData[33] = 8'h02;
		instructionMemoryData[34] = 8'h00;
		instructionMemoryData[35] = 8'h4e;
		instructionMemoryData[36] = 8'hf8;
		instructionMemoryData[37] = 8'h06;
		instructionMemoryData[38] = 8'h40;
		instructionMemoryData[39] = 8'h4f;
		instructionMemoryData[40] = 8'hcb;
		instructionMemoryData[41] = 8'h03;
		instructionMemoryData[42] = 8'h00;
		instructionMemoryData[43] = 8'h22;
		instructionMemoryData[44] = 8'h8a;
		instructionMemoryData[45] = 8'h05;
		instructionMemoryData[46] = 8'h00;
		instructionMemoryData[47] = 8'h44;
		instructionMemoryData[48] = 8'haa;
		instructionMemoryData[49] = 8'h06;
		instructionMemoryData[50] = 8'h00;
		instructionMemoryData[51] = 8'h48;
		instructionMemoryData[52] = 8'h8b;
		instructionMemoryData[53] = 8'h02;
		instructionMemoryData[54] = 8'h00;
		instructionMemoryData[55] = 8'h89;
		instructionMemoryData[56] = 8'hcb;
		instructionMemoryData[57] = 8'h07;
		instructionMemoryData[58] = 8'h00;
		instructionMemoryData[59] = 8'hc1;		
	end
	always @(programCounter) begin
		CPU_Instruction[8:0] = instructionMemoryData[programCounter+3];		 
		CPU_Instruction[16:8] = instructionMemoryData[programCounter+2];
		CPU_Instruction[24:16] = instructionMemoryData[programCounter+1];
		CPU_Instruction[31:24] = instructionMemoryData[programCounter]; 	 
	end
endmodule
==> run.sh <==
#!/bin/bash
# OpenROAD 26Q1-2900-gdf79404cd8, Yosys 0.63+post, stock flow scripts
make -C /OpenROAD-flow-scripts/flow DESIGN_CONFIG=/design/flow/config.mk WORK_HOME=/design/flow/orfs finish
==> config.mk <==
export PLATFORM = sky130hd
export DESIGN_NAME = InstructionMemory
export DESIGN_NICKNAME = InstructionMemory
export VERILOG_FILES = /design/flow/design.v
export SDC_FILE = /design/flow/constraint.sdc
export NUM_CORES = 4
export LEC_CHECK = 1
export CORE_UTILIZATION = 30
==> constraint.sdc <==
current_design InstructionMemory

set clk_period 4.6
set clk_io_pct 0.2

create_clock -name clk0 -period $clk_period

set non_clock_inputs [all_inputs -no_clocks]
set_input_delay [expr $clk_period * $clk_io_pct] -clock clk0 $non_clock_inputs
set_output_delay [expr $clk_period * $clk_io_pct] -clock clk0 [all_outputs]
==> results.txt <==
Implementation results. For this run, design rule violations remaining after detail routing come to 0. Fraction of layout instances using a drive strength above 1 landed at 25.1%. After synthesis, the cell types taking the most area are ha_1, a21oi_1, o21ai_0. Broken down by cell family, the worst path's largest delay share belongs to buffers and inverters. Worst hold path stage count landed at 5. The tool warning count for the run is 104. In this run the count of I/O pins placed on the die edge is 96.

Setup violations remaining at the end of the flow were counted as 0. Maximum net fanout on the critical path landed at 5. Power per cell area landed at 132 nW/um^2. The timing report shows that the slowest cell on the worst path is clkdlybuf4s50_1. Number of cell rows landed at 36. Detailed routing placed a total of 647 um of wire on met3.

The number of antenna violations at the first check in global routing is 0. The flow ran to the end, and the final reports show no timing, DRC or antenna violations. Total standard cell area after synthesis landed at 3070 um^2. In the Yosys report the total cell count is 468. Number of optimization iterations in the first detailed-route pass landed at 4.

Delay of the slowest cell on the worst path landed at 0.53 ns. Cell area reported after detailed placement landed at 4080 um^2. Sorting the synthesized cells by how often they occur yields nand2_1, a21oi_1, nor2_1, o21ai_0. Weighted congestion reported at the end of routability-driven placement landed at 0.962. HPWL after detailed placement landed at 8170 um. Setup repair after global routing could not meet its margin everywhere. The number of maximum-capacitance violations recorded for the run is 0. Worst path required time landed at 3.68 ns. Share of the clock period used by the worst path after layout landed at 97.5%. Dividing the detail-routed wire length by the instance count gives 16.3 um. Count of input and output buffers landed at 38. The tightest min-delay check is of the in -> out type. The gate-level netlist out of Yosys references 78 unique cell types. Final count of pins violating max slew landed at 0.

Placeable core region landed at 9860 um^2. Total grt overflow landed at 0. For the worst min-delay path, the startpoint reported by OpenROAD is programCounter[3]. Of all cell types, the one taking the most synthesized area is ha_1. The worst setup path is captured at an output port. Global-route usage over all layers landed at 21.7%. Maximum number of pins on one net before global-route repair landed at 29. Summed over all nets, wire length on met2 after detailed routing comes to 5050 um.

Arrival time at the worst endpoint landed at 3.57 ns. Per the post-run analysis, buffers plus inverters along the critical path come to 4. Per-cell via count in the routed design landed at 5.84.

Initial core utilization landed at 31.1%. The final timing report lists a hold violation count of 0. The final antenna diode tally reported by the flow is 0. Filler-free cell count of the finished design landed at 679. In the finished design the tool counted flip-flops and latches totalling 0.

A synthesized cell averages 6.56 um^2. Leakage power total landed at 0.00167 uW. Wire length on met1 landed at 5260 um. Once layout is done, the placed cells without fillers occupy 4170 um^2. Share of the synthesized area in the top cell type landed at 6.93%. Number of global-route vias before repair landed at 3674. Warnings reported by Yosys during synthesis add up to 1.

The worst setup path is of the in -> out kind. In this run the horizontal extent of the chip is 103 um. Compared with the post-synthesis result, the final layout area differs by 36.0%.

Across all checked pins, the minimum headroom to the slew limit is 61.6%. Wire length of the first global-routing pass landed at 18400 um. The worst hold path terminates at CPU_Instruction[2]. In the post-synthesis netlist, the cell with the most instances is nand2_1. The floorplan step set the die height to 103 um. Per STA, the worst path is made up of clkdlybuf4s50_1 -> inv_1 -> ha_2 -> ha_1 -> buf_4 -> nand2_1 -> a21oi_1 -> o221ai_1 -> o22ai_1 -> or4_1 -> clkdlybuf4s50_1. First-iteration detailed-routing DRC count landed at 171. Cell count after placement landed at 678. The detail route stage leaves a number of antenna-violating nets equal to 0. In the final layout, the clock buffer count is 0. Buffers inserted to repair hold after CTS numbered 0. Summing over every cut layer, the via total after detailed routing is 3966.

Yosys stat chip area landed at 3070 um^2. Peak ir drop on the vdd network landed at 0.0747 mV. The pin closest to its max-slew limit shows a slew of 0.576 ns. Signal routing reaches up to met4.

Routed wire length landed at 11100 um. Per STA, the library cell used most along the worst path is clkdlybuf4s50_1. STA classifies the critical path startpoint as a primary input. Based on the critical path, the design can be clocked at up to 223 MHz. Post-synthesis sequential area ratio landed at 0%. Overall chip area landed at 10600 um^2. Flip-flop and latch area landed at 0 um^2. The worst path needs 4.49 ns of the cycle, external delays included. Number of stages on the worst setup path landed at 11. The cell count after synthesis came out at 468.
## worst max-delay path by stage
stage | startpoint | end | slack, ns
final | programCounter[0] | CPU_Instruction[6] | 0.11
after CTS | programCounter[2] | CPU_Instruction[15] | 0.05
after global routing | programCounter[0] | CPU_Instruction[6] | -0.01
## per-stage QoR
stage	setup slack (ns)	total power, uW	setup TNS, ns	hold slack [ns]	util (%)
CTS	0.0494	542	0	2.92	41.7
detailed placement	-0.0810	534	-0.363	2.91	41.4
finish	0.114	550	0	2.79	42.3
floorplan	0.764	303	0	2.08	-
global route	-0.0136	602	-0.0136	2.85	42.3
global placement	-0.142	533	-0.632	2.92	41.4
## layer usage
metal  vias up  track usage, %
li1       1948               -
met1      1867            32.5
met2       141            36.1
met3        10           0.758
met4         0            2.17
met5         -               0
## power by group
part	leakage [uW]	total, uW	internal, uW	switching (uW)
logic	0.00167	550	279	271
clock network	0	0	0	0
registers	0	0	0	0
## cell type report
type               count  area, um^2
fillers             1036        5690
multi-input cells    402        2840
repair buffers       134        1130
well taps            133         166
inverters             10        37.5
## tightest hold or removal path, cell delays in order
cell            delay (ns)
buf_2                 0.29
a21oi_1               0.20
a2bb2oi_1             0.20
o311ai_1              0.11
dlymetal6s2s_1        0.14
## repair_timing
item | 4_1_cts | 5_1_grt
resized | 6 | 17
hold endpoints to repair | 0 | 0
buffers inserted | 1 | 0
pin swaps | 1 | 3
setup endpoints to repair | 10 | 18
## cells by family (layout without fill, tap and decap cells)
family,after synthesis,after routing,synth area share (%)
simple gates,152,152,24.8
mux,15,15,6.60
fa+ha+maj,17,17,6.93
buf+inv,66,144,9.99
compound gates,198,198,44.5
xor+xnor,20,20,7.17
## layout by cell type, fill, tap and decap left out, types with 8 or more instances in the layout
cell type	n
a31oi_1	9
o211ai_1	13
nand2_1	40
nor2b_1	9
mux2i_1	9
buf_4	92
a311oi_1	8
o21ai_1	18
nand3_1	17
clkdlybuf4s50_1	34
a211oi_1	13
o21ai_0	31
xnor2_2	8
xnor2_1	9
ha_1	13
a21oi_1	37
nor3_1	8
nor2_1	36
Power figures rest on the tool's default switching activity, not on a simulated workload.
